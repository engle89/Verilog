==> flow/design.v <==
`timescale 1ns / 1ps
module counter (
clock ,  
reset ,  
enable ,  
counter_out  
);  
input clock ;
input reset ;
input enable ;
output [3:0] counter_out ;
wire clock ;
wire reset ;
wire enable ;
reg [3:0] counter_out ;
reg [25:0] clock_counter;
always @ (posedge clock)
begin
	if (reset == 1'b1)
		begin
			counter_out <= #1 4'b0000;
			clock_counter <= #1 26'b00000000000000000000000000;
		end
	else 
		begin
			clock_counter <= #1 clock_counter + 1;
			if (clock_counter == 26'b00000000000000000000000000)
				begin
					counter_out <= #1 counter_out + 1;
				end
		end
end
endmodule  
==> flow/run.sh <==
#!/bin/bash
# OpenROAD 26Q1-2900-gdf79404cd8, Yosys 0.63+post, stock flow scripts
make -C /OpenROAD-flow-scripts/flow DESIGN_CONFIG=/design/flow/config.mk WORK_HOME=/design/flow/orfs finish
==> flow/config.mk <==
export PLATFORM = sky130hd
export DESIGN_NAME = counter
export DESIGN_NICKNAME = counter
export VERILOG_FILES = /design/flow/design.v
export SDC_FILE = /design/flow/constraint.sdc
export NUM_CORES = 4
export LEC_CHECK = 1
export CORE_AREA = 10 10 92 92
export DIE_AREA = 0 0 102 102
==> flow/constraint.sdc <==
current_design counter

set clk_period 4.1
set clk_io_pct 0.2

create_clock -name clk0 -period $clk_period [get_ports {clock}]

set non_clock_inputs [all_inputs -no_clocks]
set_input_delay [expr $clk_period * $clk_io_pct] -clock clk0 $non_clock_inputs
set_output_delay [expr $clk_period * $clk_io_pct] -clock clk0 [all_outputs]
==> out/results.ini <==
[run_status]
status=finished clean

[power]
power_uw=579.7
peakVddDrop_mv=0.1046
leakage_uw=0.0005603
power-per-cell-area_mw_per_mm2=353.1

[clock_network]
ctsRootBufferMaster=clkbuf_8
clock-sinks=30
post_cts_resized=0
htreeDepth=2
cts_buffers=5
cts_buffer_depth=2
cts_tree=built
insertion_delay_ps=280
clk_pin_slew_ps=60
hold_buffers=0
post_cts.repair.setup_buffers=0

[setup_path]
cp_cell_sequence=clkdlybuf4s50_1 -> buf_4 -> nor2b_1 -> mux2_2
endpoint_kind=flop
crit_type=input port to flop
critPathSlowestCell=clkdlybuf4s50_1
critPathLaunchType=input port
reg2reg_slack_ps=2180
cp.arrival_ps=2340
path_buffers=2
crit_required_ps=4260
crit_family=buffers and inverters
crit_path_max_fanout=17
max_stage_delay_ps=880

[routing]
viasPerCell=4.704
drt_iter0_markers=56
ant_nets=0
dr_total_vias=1162
drcViolationCount=0
wl_per_cell_um=11.35
num_antenna_cells=0
dr.pass1.iters=4
wl_mm=2.804

[die]
fp_util_pct=22.53
die_y_um=102
core_mm2=0.006459
die_w_um=102
die_area_mm2=0.01040
io_pins=7
rows=29

[timing]
fin_skew_ps=11.28
fin_crit_ps=2181
finalSetupTns_ps=0
final-hold-violation-count=0
relSlewSlack_pct=57.65
slew_viol_final=0
clock.fmax_mhz=458.5
rsz0062_at_grt=false
post-route-period-util_pct=53.20
setup_viol=0
tightest_slew_ps=633.3

[logic_synthesis]
synth_area_leader_cell=dfxtp_1
synth_cell_type_count=31
top_area_share_pct=41.27
syn_inst=165
synth_flop_count=30
syn-cell-area_mm2=0.001455
syn_avg_cell_area_um2=8.819
yosysCellCount=165
ys_warn_count=1
yosys_area_mm2=0.001455
area_leaders=dfxtp_1 (41%), xor2_1 (5.4%), o31ai_1 (4.6%)
ys_seq_share_pct=41.27

[placed_design]
port_buffers=5
gp_congestion=0.7814
dp_hpwl_mm=1.905

[worst_hold_path]
hold_path_class=flop to flop

[job]
warnings=27
max_cap_violations=0

[global_routing]
grt_pass1_vias=1075
grtUsageTotal_pct=5.514
grt_pass1_wl_mm=4.809
grt_max_degree=18
antenna_found_initial=0
globalRouteOverflowTotal=0

[finish]
area_delta_synth_final_pct=12.81
drive_gt1_share_pct=8.235

registers in the layout (all words and copies together) (netlist names):
register,flops
clock_counter,26
counter_out,4
report_power, final:
part           internal, uW  switching (uW)
Combinational          16.4            15.7
Clock                   135             110
Sequential              297            5.37
through the flow:
step	instances	setup slack (ps)	cell area [um2]	utilization, %	hold slack [ps]
6_report	247	1919	1642	25.42	458.3
5_1_grt	247	1818	1642	25.42	494.3
4_1_cts	247	1895	1642	25.42	464.7
3_5_place_dp	239	1606	1550	24.00	451.9
3_3_place_gp	239	1619	1550	24.00	440.8
2_1_floorplan	165	2422	1455	-	425.8
final timing paths:
path / start / endpoint / cells after the start
worst min register to register: clock_counter[0] / clock_counter[0] / 1
worst min-delay path: clock_counter[0] / clock_counter[0] / 1
worst max-delay path: reset / clock_counter[25] / 4
worst max register to register: clock_counter[10] / clock_counter[25] / 4
kinds of logic after synthesis:
| group | count (synthesis) | share of synthesized area [%] |
|---|---|---|
| XOR/XNOR | 13 | 7.825 |
| AND/OR/NAND/NOR | 76 | 30.18 |
| buffers and inverters | 15 | 5.588 |
| AND-OR/OR-AND | 26 | 11.01 |
| flip-flops | 30 | 41.27 |
| multiplexers | 2 | 1.548 |
| adder cells (fa/ha/maj) | 3 | 2.580 |
cell type report:
class                           instances  area, um2
Clock buffer                            7      86.33
Clock inverter                          1      5.005
Fill cell                             690       4817
Inverter                                6      22.52
Multi-Input combinational cell        120      773.2
Sequential cell                        30      600.6
Tap cell                               77      96.34
Timing Repair Buffer                    6      57.56
routing by layer:
layer,vias up,global-route usage [%],share of wire (%)
li1,610,-,-
met1,543,8.032,52
met2,9,8.000,43
met3,0,1.772,4.3
met4,0,0.7592,0
met5,-,0,0
Yosys cell counts:
master	instances
a21oi_1	12
nor2b_1	3
nor4b_1	1
nand4_1	7
ha_1	3
mux2_2	2
and4_1	4
buf_6	3
nand3_1	8
o31ai_1	9
o21ba_2	1
or4_1	9
nand2_1	8
nand4_2	1
and2_1	1
nand2_4	1
or3_2	1
o21a_1	1
buf_2	2
inv_1	6
or3_1	1
xnor2_1	4
dfxtp_1	30
nor2_1	17
or4b_1	1
o21ai_0	3
clkbuf_1	4
xor2_1	9
and3_1	4
nor4_1	6
nor3_1	3
layout by cell type, fill, tap and decap left out, types with 2 or more instances in the layout:
master,synthesis,routed
inv_1,6,6
nor2_1,17,17
mux2_2,2,2
nor2b_1,3,3
nand2_1,8,8
nand4_1,7,7
o31ai_1,9,9
and4_1,4,4
nor4_1,6,6
dfxtp_1,30,30
or4_1,9,9
clkdlybuf4s50_1,0,5
a21oi_1,12,12
xnor2_1,4,4
nor3_1,3,3
xor2_1,9,9
and3_1,4,4
o21ai_0,3,3
clkbuf_8,0,6
ha_1,3,3
nand3_1,8,8
Power figures rest on the tool's default switching activity, not on a simulated workload.
